### /design/flow/design.v
`timescale 1ns / 1ps
module ahb_slave_interface( hclk,hresetn,hwrite,hready_in,
                            haddr,hwdata,
                            htrans,
                            prdata,
                            hrdata,
                            haddr1,haddr2,
                            hwdata1,hwdata2,
                            hwrite_reg,hwrite_reg1,
                            valid,
                            temp_sel);
input hclk,hresetn,hwrite,hready_in;
input [31:0] haddr,hwdata;
input [1:0] htrans;
input [31:0] prdata;
output [31:0] hrdata;
output reg [31:0] hwdata1,hwdata2;
output reg [31:0] haddr1,haddr2;
output reg hwrite_reg,hwrite_reg1;
output reg valid;
output reg [2:0] temp_sel;
always@(posedge hclk)
    begin
        if(!hresetn)
            begin
                haddr1<=0;
                haddr2<=0; 
            end
        else
            begin
                haddr1<=haddr;
                haddr2<=haddr1;
            end
    end
always@(posedge hclk)
    begin
        if(!hresetn)
            begin
                hwrite_reg<=0;
                hwrite_reg1<=0; 
            end
        else
            begin
                hwrite_reg<=hwrite;
                hwrite_reg1<=hwrite_reg;
            end
    end
always@(posedge hclk)
    begin
        if(!hresetn)
            begin
                hwdata1<=0;
                hwdata2<=0; 
            end
        else
            begin
                hwdata1<=hwdata;
                hwdata2<=hwdata1;
            end
    end
always@(*)
    begin
    valid=1'b0;
        if( (hready_in==1'b1) && (haddr>=32'h8000_0000 && haddr<=32'h8c00_0000) && (htrans==2'b10 || htrans==2'b11) )
            valid=1'b1;
        else
            valid=1'b0;
    end
always@(*)
    begin
        temp_sel=3'b000;
        if (haddr>=32'h8000_0000 && haddr<32'h8400_0000)
            temp_sel=3'b001;
        else if (haddr>=32'h8400_0000 && haddr<32'h8800_0000)
            temp_sel=3'b010;
        else if (haddr>=32'h8800_0000 && haddr<32'h8c00_0000)
            temp_sel=3'b100;
    end
assign hrdata=prdata;
endmodule
`timescale 1ns / 1ps
module apb_controller( input hclk, hresetn, hwrite_reg, hwrite, valid,
                       input [31:0] haddr, haddr1, hwdata, pr_data,
                       input [2:0] temp_sel,
                       output reg penable, pwrite,hr_readyout,
                       output reg [2:0] psel,
                       output reg [31:0] paddr, pwdata
                       );
parameter st_idle=3'b000,
          st_read=3'b001,
          st_renable=3'b010,
          st_wenable=3'b011,
          st_write=3'b100,
          st_wwait=3'b101,
          st_writep=3'b110,
          st_wenablep=3'b111;                       
reg [2:0] present,next;
reg penable_temp, pwrite_temp, hr_readyout_temp;
reg [2:0] psel_temp;
reg [31:0] paddr_temp, pwdata_temp;
always@(posedge hclk)
begin
    if(!hresetn)
        begin
        present<=st_idle;
        end
    else
        present<=next;
end
always@(*)
begin
next=st_idle;
    case(present)
        st_idle:begin
                    if(valid==1 && hwrite==1)
                        next=st_wwait;
                    else if (valid==1 && hwrite==0)
                        next=st_read;
                    else
                        next=st_idle;
                 end
        st_read:
                next=st_renable;
        st_renable:begin
                        if(valid==1 && hwrite==0)
                            next=st_read;
                        else if(valid==1 && hwrite==1)
                            next=st_wwait;
                        else if(valid==0)
                            next=st_idle;     
                    end     
        st_wwait:begin
                    if(valid)
                        next=st_writep;
                    else
                        next=st_write;            
                end             
        st_write:begin
                    if(!valid)
                        next=st_wenable;
                    else
                        next=st_wenablep;     
                end
        st_writep:begin
                    next=st_wenablep;       
                end 
        st_wenablep:begin
                        if(hwrite_reg==0)
                            next=st_read;
                        else if(valid==1 && hwrite_reg)
                            next=st_writep;
                        else if(valid==0 && hwrite_reg==1)
                            next=st_write;
                    end
        st_wenable:begin
                        if(valid==1 && hwrite==0)
                            next=st_read;
                        else if(valid==1 && hwrite==1)
                            next=st_wwait;
                        else if(valid==0)
                            next=st_idle;
                    end 
    endcase
end
always@(*)
begin
    case(present)
        st_idle:if(valid && !hwrite)
                    begin
                        paddr_temp=haddr;
                        pwrite_temp=hwrite;
                        psel_temp=temp_sel;
                        penable_temp=0;
                        hr_readyout_temp=0;                
                    end
                else if(valid && hwrite)
                        begin
                            psel_temp=0;
                            penable_temp=0;
                            hr_readyout_temp=1;                        
                        end
                else
                    begin
                        psel_temp=0;
                        penable_temp=0;
                        hr_readyout_temp=1;                    
                    end
        st_read:begin
                    psel_temp=temp_sel;
                    penable_temp=1;
                    hr_readyout_temp=1;
                end
        st_renable:if(valid && !hwrite)
                        begin
                            paddr_temp=haddr;
                            pwrite_temp=hwrite;
                            psel_temp=temp_sel;
                            penable_temp=0;
                            hr_readyout_temp=0;                       
                        end        
                    else if( valid && hwrite)
                        begin
                            penable_temp=0;
                            hr_readyout_temp=1;
                            psel_temp=0;                        
                        end
                    else
                        begin
                            psel_temp=0;
                            hr_readyout_temp=1;
                            penable_temp=0;
                        end     
        st_wwait:  begin 
                        paddr_temp=haddr1;   
                        pwdata_temp=hwdata;
                        pwrite_temp=hwrite;
                        penable_temp=0;
                        hr_readyout_temp=0;
                        psel_temp=temp_sel;
                    end
        st_write:  begin
                        penable_temp=1;
                        hr_readyout_temp=1;
                    end   
        st_wenable:if(valid && !hwrite)
                        begin
                            hr_readyout_temp=1;
                            psel_temp=0;
                            penable_temp=0;
                        end  
                    else if(valid && hwrite)
                        begin
                            paddr_temp=haddr1;
                            penable_temp=0;
                            pwrite_temp=hwrite;
                            psel_temp=temp_sel;
                            hr_readyout_temp=0;
                        end     
                    else
                        begin
                            hr_readyout_temp=1;
                            penable_temp=0;
                            psel_temp=0;
                        end                
        st_writep:  begin
                        hr_readyout_temp=1;
                        penable_temp=1;
                    end             
        st_wenablep:begin
                        paddr_temp=haddr1;
                        pwdata_temp=hwdata;
                        pwrite_temp=hwrite;
                        psel_temp=temp_sel;
                        penable_temp=0;
                        hr_readyout_temp=0;
                    end            
    endcase
end    
always@(posedge hclk)    
begin
    if(!hresetn)
        begin
            paddr<=0;
            pwdata<=0;
            penable<=0;
            hr_readyout<=1;
            pwrite<=0;
            psel<=0;
        end
    else
        begin
            paddr<=paddr_temp;
            penable<=penable_temp;
            psel<=psel_temp;
            pwdata<=pwdata_temp;
            hr_readyout<=hr_readyout_temp;
            pwrite<=pwrite_temp;        
        end
end 
endmodule
`timescale 1ns / 1ps
module top_bridge(input hclk,hresetn,hwrite,hready_in,
                  input [31:0] haddr,hwdata,
                  input [1:0] htrans,
                  input [31:0] prdata,
                  output penable, pwrite,hr_readyout,
                  output [2:0] psel,
                  output [31:0] paddr, pwdata, hrdata
    );
wire [31:0] hwdata1,hwdata2;
wire [31:0] haddr1,haddr2;
wire hwrite_reg,hwrite_reg1;
wire valid;
wire [2:0] temp_sel;
ahb_slave_interface ahb_s ( hclk,hresetn,hwrite,hready_in,
                            haddr,hwdata,
                            htrans,
                            prdata,
                            hrdata,
                            haddr1,haddr2,
                            hwdata1,hwdata2,
                            hwrite_reg,hwrite_reg1,
                            valid,
                            temp_sel);
apb_controller apb_c( hclk, hresetn, hwrite_reg, hwrite, valid,
                      haddr, haddr1, hwdata, pr_data,
                      temp_sel,
                      penable, pwrite,hr_readyout,
                      psel,
                      paddr, pwdata
                       );
endmodule
### /design/flow/run.sh
#!/bin/bash
# OpenROAD 26Q1-2900-gdf79404cd8, Yosys 0.63+post, stock flow scripts
make -C /OpenROAD-flow-scripts/flow DESIGN_CONFIG=/design/flow/config.mk WORK_HOME=/design/flow/orfs finish
### /design/flow/config.mk
export PLATFORM = sky130hd
export DESIGN_NAME = top_bridge
export DESIGN_NICKNAME = top_bridge
export VERILOG_FILES = /design/flow/design.v
export SDC_FILE = /design/flow/constraint.sdc
export NUM_CORES = 4
export LEC_CHECK = 1
export CORE_UTILIZATION = 30
export SYNTH_HDL_FRONTEND = slang
### /design/flow/constraint.sdc
current_design top_bridge

set clk_period 4.1
set clk_io_pct 0.2

create_clock -name clk0 -period $clk_period [get_ports {hclk}]

set non_clock_inputs [all_inputs -no_clocks]
set_input_delay [expr $clk_period * $clk_io_pct] -clock clk0 $non_clock_inputs
set_output_delay [expr $clk_period * $clk_io_pct] -clock clk0 [all_outputs]
==> run summary <==
Run status: completed
Antenna diode instance count: 0
1st-iter DRT viols: 154
Netlist cell types: 32
First-pass GRT wire length: 14.86 mm
CTS tree: built
Top Ports: 204
WL per Instance: 12.96 µm
Endpoints left unconstrained: 68
Post-CTS Setup Bufs: 0
Placed Area: 0.006245 mm²
Post-route non-filler standard cell count: 734
Number of global-route vias before repair: 2834
DRC: 0
Die Area: 0.01670 mm²
Max layer used: met4
FMAX: 0.3892 GHz
Final Critical Period: 2.570 ns
Reg clk slew, reported paths: 0.06 ns
Clock power frac: 0.389
Fin. max-slew vios: 0
Initial antenna violation count: 0
Hold Path Origin: ahb_s.hwrite_reg
Final core occ: 0.4119
Area growth from synthesis to final layout: 34.23%
Die H: 129.2 µm
# Cells Yosys: 409
Worst reg2reg startpoint: apb_c.present[6]
Worst Hold Path EP: apb_c.present[4]
Worst setup EP type: register
Kind of critical path: input port to register
Worst-margin pin slew: 0.7879 ns
Mapped cell area: 0.004857 mm²
IO buf count: 138
Finished Cell Area: 0.006520 mm²
Pwr Density: 324.8 mW/mm²
Syn avg cell area: 11.88 µm²
H-tree levels: 3
Core footprint: 0.01583 mm²
Int Pwr: 1.679 mW
Syn Inst Count: 409
Comb power frac: 0.077
WL met3: 714 µm
Layout cells sized above 1: 0.1120
Dpl hpwl: 6.431 mm
Seq cells post-synth: 179
Via Count: 2933
Clk_skew: 0.008295 ns
Hold buffer count at cts: 0
Yosys stat area: 0.004857 mm²
Req. time, crit path: 4.34 ns
R2R Path End: apb_c.present[4]
Die Wd: 129.2 µm
Worst Setup Start Kind: input port
OpenROAD warning count: 26
CTS root buf: clkbuf_16
Via density: 3.996
Pin count of the biggest net entering global routing: 57
GP Congestion: 0.7910
Finish-stage setup viols: 0
WL final: 9.511 mm
Sw Pwr: 0.4386 mW
Register pins left without a clock: 68
Floorplan utilization: 0.3069
Global route overflow: 0
Peak supply drop: 0.1830 mV
Wl on met1: 4.510 mm
Final hold violations: 0
Met2 wire length: 4.095 mm
Post-Place Cells: 719
Synth warn: 0
Arrival time at the worst endpoint: 2.81 ns
RSZ-0062 raised after global routing: false
Pleak: 2.645 nW
Post-cts resize count: 0
Sequential share of power: 0.534
CTS Buf Count: 9
Worst hold path class: register to register
Flop-to-flop setup slack: 2.88 ns
All-Layer GR Usage: 0.1178
Row Count: 46
Fill count: 1461
Final WS setup: 1.530 ns
Clock Tree Buf Depth: 2
Setup TNS Final: 0 ns
Slew Limit Headroom: 0.4746
Hold depth: 1
Max-cap violations: 0
Clock latency (worst-skew pair): 0.35 ns
Pre-CTS WS: 1.155 ns
Period utilization: 0.6268
CP Max Fanout: 7
Final ANT Viol Nets: 0
Worst reg2reg path depth: 4
Switching share of power: 0.2072
DR pass1 iterations: 4
[critical path: stages]
cell and delay (ns):
clkdlybuf4s50_1 0.47, or4b_4 0.60, nor4_1 0.24, a21oi_1 0.15, or2_1 0.36, nor2b_1 0.17
[how the worst max path moves through the flow]
stage / startpoint / to / slack (ns) / cells after the start
4_1_cts: haddr[8] / apb_c.present[6] / 1.52 / 6
5_1_grt: haddr[8] / apb_c.present[7] / 1.39 / 6
6_report: haddr[30] / apb_c.present[6] / 1.53 / 6
[power groups by stage]
stage | clock (mW) | combinational [mW] | sequential [mW]
CTS | 0.856 | 0.167 | 1.13
global route | 0.903 | 0.180 | 1.13
finish | 0.823 | 0.164 | 1.13
[stage by stage]
step | hold slack [ns] | total power [mW]
after global routing | 0.4711 | 2.216
final | 0.4528 | 2.117
after CTS | 0.4505 | 2.154
after global placement | 0.4345 | 1.320
after detailed placement | 0.4331 | 1.321
after floorplan | 0.4116 | 1.220
[kinds of logic (layout without fill, tap and decap cells)]
logic type,Yosys count,in the layout,share of synthesized area
AOI/OAI and AO/OA,10,10,0.01340
latches,68,68,0.2100
muxes,32,32,0.07419
buffers and inverters,50,159,0.06337
and+or+nand+nor,137,137,0.1795
xor gates and xnor gates,1,1,0.001804
DFF,111,111,0.4575
[routing by layer]
layer / track usage / vias up
li1: - / 1480
met2: 0.1765 / 103
met1: 0.1791 / 1331
met4: 0.02145 / 0
met3: 0.02902 / 19
met5: 0 / -
[synthesized netlist by cell type]
library cell  instances  share of area
o21ai_0               3         0.0031
nor4b_2               2         0.0062
dlxtp_1              68           0.21
inv_1                 2         0.0015
or4_1                 3         0.0046
nor3_1                1         0.0010
nand3b_1              2         0.0031
o32ai_1               1         0.0018
a21oi_1               2         0.0021
a21o_1                1         0.0015
nand2_1               6         0.0046
and2_2                1         0.0015
nor2b_1               2         0.0026
dfxtp_1             111           0.46
and2_1              101           0.13
nor2_1                6         0.0046
o22ai_1               1         0.0013
xor2_1                1         0.0018
o31a_1                1         0.0018
nor4b_1               1         0.0018
or4b_4                1         0.0028
nor4bb_1              1         0.0021
clkbuf_1             16          0.012
buf_4                32          0.049
nand3_1               1         0.0010
or2_1                 1         0.0013
a2111oi_0             1         0.0018
mux2_2               32          0.074
nor4_1                5         0.0064
nor3b_2               1         0.0026
and3_1                1         0.0013
and4_1                1         0.0018
[cell usage in the layout, fill, tap and decap left out, types with 2 or more instances in the layout]
| cell | count |
|---|---|
| dfxtp_1 | 111 |
| nand2_1 | 6 |
| clkdlybuf4s50_1 | 137 |
| nor4b_2 | 2 |
| and2_1 | 101 |
| clkbuf_8 | 2 |
| nor2b_1 | 2 |
| buf_4 | 4 |
| mux2_2 | 32 |
| or4_1 | 3 |
| nor2_1 | 5 |
| nand3b_1 | 2 |
| a21oi_1 | 2 |
| clkbuf_16 | 9 |
| nor4_1 | 5 |
| dlxtp_1 | 68 |
| inv_1 | 2 |
| clkinv_2 | 2 |
| o21ai_0 | 2 |
[cell type report]
type	count	area, µm²	area share
Timing Repair Buffer	142	1406	0.2157
Clock inverter	3	18.77	0.002879
Tap cell	216	270.3	0.04145
Multi-Input combinational cell	180	1318	0.2021
Sequential cell	179	3243	0.4974
Inverter	2	7.507	0.001151
Clock buffer	12	256.5	0.03934
Power is estimated from default activity; no workload was simulated.
